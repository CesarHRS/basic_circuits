[./run.sh]
#!/bin/bash
# OpenROAD 26Q1-2900-gdf79404cd8, Yosys 0.63+post, stock flow scripts
make -C /OpenROAD-flow-scripts/flow DESIGN_CONFIG=/design/flow/config.mk WORK_HOME=/design/flow/orfs finish
[./config.mk]
export PLATFORM = sky130hd
export DESIGN_NAME = full_adder_4bit
export DESIGN_NICKNAME = full_adder_4bit
export VERILOG_FILES = /design/flow/design.v
export SDC_FILE = /design/flow/constraint.sdc
export NUM_CORES = 4
export LEC_CHECK = 1
export CORE_AREA = 10 10 70 70
export DIE_AREA = 0 0 80 80
[./constraint.sdc]
current_design full_adder_4bit

set clk_period 3.7
set clk_io_pct 0.2

create_clock -name clk0 -period $clk_period

set non_clock_inputs [all_inputs -no_clocks]
set_input_delay [expr $clk_period * $clk_io_pct] -clock clk0 $non_clock_inputs
set_output_delay [expr $clk_period * $clk_io_pct] -clock clk0 [all_outputs]
[./design.v]
module full_adder_1bit(
	input a, b, 
	input carry_in,
	output carry_out, 
	output sum
);
assign{carry_out, sum} = a + b + carry_in;
endmodule
module full_adder_4bit(
    input [3:0] a, b,
    input carry_in,
    output carry_out, 
    output [3:0] sum
);
wire carry_out_wire[3:0];
wire sum_wire[3:0];
full_adder_1bit FA0(a[0], b[0], carry_in, carry_out_wire[0], sum_wire[0]);
full_adder_1bit FA1(a[1], b[1], carry_out_wire[0], carry_out_wire[1], sum_wire[1]);
full_adder_1bit FA2(a[2], b[2], carry_out_wire[1], carry_out_wire[2], sum_wire[2]);
full_adder_1bit FA3(a[3], b[3], carry_out_wire[2], carry_out_wire[3], sum_wire[3]);
assign carry_out = carry_out_wire[3];
assign sum[0] = sum_wire[0];
assign sum[1] = sum_wire[1];
assign sum[2] = sum_wire[2];
assign sum[3] = sum_wire[3];
endmodule
==> results.json <==
{
  "flop_area_um2": 0,
  "arrival_ns": 2.76,
  "run_status": "finished clean",
  "netlist_instances": 18,
  "synth.area.top_cells": "sky130_fd_sc_hd__fa_1, sky130_fd_sc_hd__inv_1, sky130_fd_sc_hd__buf_4",
  "yosysChipArea_um2": 148,
  "drive_above_1_share": 0.286,
  "power.leakage_nw": 0.135,
  "routed-via-count": 122,
  "area_growth_syn_to_layout_pct": 115,
  "slew-limit-headroom": 0.933,
  "max_cap_viol_count": 0,
  "detailedPlacementHpwl_um": 432,
  "post_synthesis_area_per_instance_um2": 8.20,
  "flops": 0,
  "design_area_um2": 318,
  "post-route-util": 0.0930,
  "post-layout-total-power_mw": 0.0384,
  "min_delay_path_class": "in2out",
  "drt-pass1-iter-count": 1,
  "netlist-cell-type-count": 3,
  "route.detailed.vias_per_inst": 1.65,
  "final_layout_top_logic_cells": "sky130_fd_sc_hd__clkdlybuf4s50_1, sky130_fd_sc_hd__inv_1, sky130_fd_sc_hd__inv_2",
  "grt_start_max_net_pins": 2,
  "largest_area_cell": "sky130_fd_sc_hd__fa_1",
  "drt.antenna.violating_nets": 0,
  "mostFrequentLayoutCell": "sky130_fd_sc_hd__clkdlybuf4s50_1",
  "maxClockFrequency_mhz": 286,
  "floorplanUtilization": 0.0432,
  "cp_cell_sequence": "dlygate4sd2_1 > inv_2 > fa_2 > inv_2 > fa_2 > fa_2 > inv_2 > fa_1 > inv_1 > clkdlybuf4s50_1",
  "worst_path_largest_cell_delay_ns": 0.46,
  "placement_rows": 21,
  "final.setup.tns_ns": 0,
  "grt_pass1_wl_um": 669,
  "synth_top_area_share": 0.542,
  "ctsHoldBuffers": 0,
  "post_synthesis_instance_area_um2": 148,
  "yosys.stat.seqShare": 0,
  "synth-cells-yosys": 18,
  "drc": 0,
  "floorplan.io_pins": 14,
  "num-clock-buffers": 0,
  "worst-endpoint-required_ns": 2.96,
  "drtIter0Drc": 0,
  "rsz0062_at_grt": "no",
  "die_w_um": 80,
  "worst_pin_slew_ns": 0.101,
  "gr-usage-all-layers": 0.0135,
  "drt_wl_total_um": 427,
  "floorplan.core_area_um2": 3420,
  "final_worst_path_period_need_ns": 3.50,
  "finalMaxSlewViolations": 0,
  "floorplan_die_area_um2": 6400,
  "crit_slowest_cell": "sky130_fd_sc_hd__clkdlybuf4s50_1",
  "die_y_um": 80,
  "number_of_antenna_repair_diodes": 0,
  "worst-path-max-fanout": 1,
  "antenna_found_initial": 0,
  "yosysWarningCount": 1,
  "ir_drop_worst_case_vdd_mv": 0.0364,
  "worst_setup_path_start_kind": "input port",
  "gr-total-overflow": 0,
  "tool_warnings": 32,
  "grt_pass1_vias": 126,
  "route.detailed.wl_per_inst_um": 5.77,
  "timing.critical_path.to_type": "output port",
  "gp_congestion": 0.815,
  "timing.final.hold_violations": 0,
  "crit_path_kind": "in2out",
  "port-buffer-count": 14,
  "dpl_cell_area_um2": 315,
  "worst_hold_path.num_cells": 5,
  "setup_viol": 0,
  "fin_crit_sh": 0.945,
  "p_per_area_nw_per_um2": 121
}
[repair_timing]
action                     4_1_cts  5_1_grt
buffers inserted                 0        0
resized                         12        0
setup endpoints to repair        2        0
[routing by layer]
metal | GRT usage | share of wire | vias up
li1 | - | - | 60
met1 | 0.0228 | 0.61 | 48
met2 | 0.0144 | 0.21 | 14
met3 | 0.00682 | 0.18 | 0
met4 | 0 | 0 | 0
met5 | 0 | 0 | -
[metrics by stage]
stage,setup slack (ns),hold WS [ns],instances
final,0.202,2.36,74
after global routing,0.0893,2.40,74
after floorplan,0.643,1.70,18
after detailed placement,-0.246,2.53,74
after CTS,0.170,2.36,74
after global placement,-0.239,2.52,74
[cells in the mapped netlist]
cell,n
sky130_fd_sc_hd__inv_1,10
sky130_fd_sc_hd__buf_4,4
sky130_fd_sc_hd__fa_1,4
[power breakdown]
| part | switching, mW | total (mW) | leakage (nW) | internal, mW |
|---|---|---|---|---|
| combinational | 0.0121 | 0.0384 | 0.135 | 0.0263 |
| clock | 0 | 0 | 0 | 0 |
| sequential | 0 | 0 | 0 | 0 |
[worst paths after layout]
check,from,endpoint
setup / recovery,carry_in,carry_out
hold / removal,b[3],sum[3]
[logic make-up after synthesis]
family	share of synthesized area
buffers and inverters	0.458
adders and majority gates	0.542
[area by class of cell]
cell class | instances | area, um2
Fill cell | 404 | 3100
Inverter | 10 | 37.5
Timing Repair Buffer | 14 | 135
Multi-Input combinational cell | 4 | 87.6
Tap cell | 46 | 57.6
[critical path, delay by kind of cell]
family | cells | cell delay (ns)
adders and majority gates | 4 | 1.16
buffers and inverters | 6 | 0.86
Power figures rest on the tool's default switching activity, not on a simulated workload.
