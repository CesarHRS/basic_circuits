## /design/flow/config.mk

```make
export PLATFORM = sky130hd
export DESIGN_NAME = binary_counter
export DESIGN_NICKNAME = binary_counter
export VERILOG_FILES = /design/flow/design.v
export SDC_FILE = /design/flow/constraint.sdc
export NUM_CORES = 4
export LEC_CHECK = 1
export CORE_AREA = 10 10 70 70
export DIE_AREA = 0 0 80 80
```

## /design/flow/run.sh

```bash
#!/bin/bash
# OpenROAD 26Q1-2900-gdf79404cd8, Yosys 0.63+post, stock flow scripts
make -C /OpenROAD-flow-scripts/flow DESIGN_CONFIG=/design/flow/config.mk WORK_HOME=/design/flow/orfs finish
```

## /design/flow/design.v

```verilog
module binary_counter (
  input wire clk,         
  input wire reset,       
  output reg [3:0] count   
);
  always @(posedge clk or posedge reset) begin
    if (reset) begin
      count <= 4'b0000;
    end
    else begin
      count <= count + 1;
    end
  end
endmodule
```

## /design/flow/constraint.sdc

```tcl
current_design binary_counter

set clk_period 1.5
set clk_io_pct 0.2

create_clock -name clk0 -period $clk_period [get_ports {clk}]

set non_clock_inputs [all_inputs -no_clocks]
set_input_delay [expr $clk_period * $clk_io_pct] -clock clk0 $non_clock_inputs
set_output_delay [expr $clk_period * $clk_io_pct] -clock clk0 [all_outputs]
```

==> notes.md <==
impl run done, here's what came out: starting DRC count in detailed routing 0, FMAX 713 MHz, Lkg Pwr 0.000122 uW, clock group share of total power 53.5%, cell taking the most area after synthesis dfrtp_1, Vias/cell 1.52, share of the synthesized area in the top cell type 70.2%, Seq share, synth 70.2%, Synthesis Warnings 1, area grow syn2layout 96.5%, initial antenna violation count 0, pin count of the biggest net entering global routing 5, top cells by count, synth dfrtp_1 (4), inv_1 (2), Initial Util 4.18%, CTS Buffer Depth 2, worst r2r dst count[2], top-count cell post-synth dfrtp_1, CP bufs+invs 1, fin crit share 93.5%, Clock Pin Slew Worst Setup and Hold Paths 0.04 ns, flip-flops with a built-in enable 0, combinational share of power 1.9%, CTS tree built, worst hold path class primary input to async pin, Biggest register count, Switching Share 17.8%, Sequential Power Share 44.6%, CORE AREA 0.00342 mm2, CP max-delay cell clkdlybuf4s50_1, max-slew violations 0, Worst-Margin Slew 0.149 ns, Total Power 244 uW, Avg Synthesized Cell Area 14.3 um2, Log Warnings 25, max FFs per register 4, CTS-repair resized insts 0, total global-route track usage 1.41%, most used flip-flop cell dfrtp_1, Detailed Routing Iterations Pass 1 1, Setup crit end kind primary output, layout cells sized above 1 21.1%, Worst IR Drop VDD 0.449 mV, Clock Latency Late Sink 0.23 ns, Min Clock Period, post-route 1.40 ns, CP startpoint count[0], Clock Sinks 4, Cells after Synth 10, Die Ht 80 um, power density over the cells 869 mW/mm2, CP Data Arrival Time 1.10 ns, CTS HTree Levels 1, r2r worst-path depth 2, Async SR Flop Fraction 100%, Final GP Congestion 0.644, Final Skew 0.00447 ns, GRT overflow 0, Post-synth regs 4, max-cap violation count 0, vias in the first global route 127, Distinct lib cells used 6, post-synthesis chip area from yosys 143 um2, # diodes 0, final-report setup violation count 0, Sw Pwr 43.3 uW, Reg2Reg Setup Slack 0.63 ns, Internal Power 200 uW, Crit path max-delay family buffers and inverters, Req. time, crit path 1.20 ns, max_slew headroom 90.1%, die area 0.00640 mm2, crit path capture count[0], Regs by FF count count x4, DR vias 99, Antenna Nets Post-Route 0, Die Wd 80 um, crit-path cells clkdlybuf4s50_1, Final Hold Viols 0, Yosys Instances 10, Crit Path Class flop to primary output, worst r2r src count[0], CP Max Fanout 4, outcome finished, final reports clean, Startpoint Class flop, CTS root buf clkbuf_4, CTS Buf Count 3, first-pass GRT wire length 662 um, unrepaired setup endpoints after global routing false, drc violations 0, Ports 6, wire per inst 6.09 um, crit-path max cell delay 0.49 ns, row count 21, Fin Setup TNS 0 ns, CP Depth 1, synthesized area 143 um2, drt total wl 396 um, PortBufs 5, synth top area cells dfrtp_1 (70%), ha_1 (8.8%), xnor2_1 (6.1%)
[kinds of logic after synthesis]
| family | count (synthesis) | synth area share (%) |
|---|---|---|
| simple gates | 1 | 3.51 |
| xor+xnor | 2 | 12.3 |
| fa+ha+maj | 1 | 8.77 |
| buf+inv | 2 | 5.27 |
| flops | 4 | 70.2 |
[layout by cell type, fill, tap and decap left out]
cell / synthesis / final
xnor2_1: 1 / 1
nand3_1: 1 / 1
dfrtp_1: 4 / 4
buf_4: 0 / 1
clkbuf_4: 0 / 3
clkdlybuf4s50_1: 0 / 5
xor2_1: 1 / 1
ha_1: 1 / 1
inv_1: 2 / 2
[layout make-up]
cell class	instances	area (um2)
Clock buffer	3	22.5
Fill cell	409	3140
Inverter	2	7.51
Multi-Input combinational cell	4	35.0
Sequential cell	4	100
Tap cell	46	57.6
Timing Repair Buffer	6	57.6
[metrics by stage]
stage	cell area [um2]	utilization [%]	setup WS, ns	hold slack [ns]	std cells
floorplan	143	-	0.679	0.0661	10
global placement	250	7.33	0.316	0.455	61
detailed placement	250	7.33	0.295	0.466	61
CTS	273	7.99	0.0413	0.251	64
global route	280	8.21	0.0382	0.264	65
finish	280	8.21	0.0981	0.253	65
[per-layer routing]
metal / share of wire [%] / vias to the layer above / routed length (um) / track usage [%]
met5: 0 / - / 0 / 0
met4: 0 / 0 / 0 / 0.352
met3: 16 / 0 / 62 / 1.59
met2: 22 / 8 / 87 / 1.12
met1: 62 / 42 / 246 / 2.07
li1: - / 49 / - / -
[worst min path at each step]
stage	end	slack (ns)	cells past startpoint
CTS	count[3]	0.25	2
global route	count[3]	0.26	2
finish	count[3]	0.25	2
[power groups by stage]
| stage | registers [uW] | clock network (uW) | logic [uW] |
|---|---|---|---|
| finish | 109 | 130 | 4.66 |
| global route | 108 | 149 | 5.32 |
| CTS | 109 | 136 | 4.83 |
[what timing repair did]
action | CTS | global route
endpoints found under the setup margin | 0 | 1
hold buffers | 0 | 0
buffers inserted | 0 | 1
No activity file was given, so power comes from the tool's default toggle rates.
